===== config.mk =====
export PLATFORM = sky130hd
export DESIGN_NAME = APB_cot_master
export DESIGN_NICKNAME = APB_cot_master
export VERILOG_FILES = /design/flow/design.v
export SDC_FILE = /design/flow/constraint.sdc
export NUM_CORES = 4
export LEC_CHECK = 1
export CORE_UTILIZATION = 30

===== constraint.sdc =====
current_design APB_cot_master

set clk_period 1.8
set clk_io_pct 0.2

create_clock -name clk0 -period $clk_period [get_ports {PCLK}]
create_clock -name clk1 -period $clk_period [get_ports {PREADY}]

set non_clock_inputs [all_inputs -no_clocks]
set_input_delay [expr $clk_period * $clk_io_pct] -clock clk0 $non_clock_inputs
set_output_delay [expr $clk_period * $clk_io_pct] -clock clk0 [all_outputs]

===== design.v =====
 module APB_cot_master
(
    input wire PCLK,  
    input wire PWRITE_MASTER,  
    output reg PSEL = 0,  
    input wire [31:0] PADDR_MASTER,  
    input wire [31:0] PWDATA_MASTER,  
    output reg [31:0] PRDATA_MASTER = 0,  
    output reg PENABLE = 0,  
    input wire PRESET,  
    input wire PREADY,   
    output reg [31:0] PADDR = 0,  
    output reg [31:0] PWDATA = 0,  
    input  wire [31:0] PRDATA,  
    output reg PWRITE = 0     
);
task apb_write(input  [31:0] inp_addr, input  [31:0] inp_data);  
begin
  PSEL = 1'd1;         
  PADDR = inp_addr;    
  PWDATA = inp_data;   
  PWRITE = 1'd1;       
  PENABLE = 1'd1;      
  if(PREADY)
   begin
     PSEL = !PSEL;         
     PENABLE = !PENABLE;  
   end
end
endtask
task apb_read(input [31:0] inp_addr);  
begin
  if(!PREADY)
  begin
    PADDR = inp_addr;  
    PWRITE = 1'd0;
    PSEL = 1'd1;
    PENABLE = 1'd1;
  end
  else if(PREADY)
   begin
     PSEL = !PSEL;
     PENABLE = !PENABLE;
   end
end
endtask
always @(posedge PCLK) 
begin
    if(PRESET)  
    begin
      PADDR <= 32'b0;
      PWDATA <= 32'b0;
      PWRITE <= 1'b0;
      PSEL <= 1'b0;
      PENABLE <= 1'b0;
      PRDATA_MASTER <= 1'b0;
    end
    else if (!PWRITE_MASTER)  
     begin
        apb_read(PADDR_MASTER);  
     end
    else if (PWRITE_MASTER)  
     begin
        apb_write(PADDR_MASTER, PWDATA_MASTER);
     end
  end
always @(posedge PREADY)  
begin
  if (!PWRITE_MASTER)      
    begin
     PRDATA_MASTER <=PRDATA;  
    end
end
endmodule

===== run.sh =====
#!/bin/bash
# OpenROAD 26Q1-2900-gdf79404cd8, Yosys 0.63+post, stock flow scripts
make -C /OpenROAD-flow-scripts/flow DESIGN_CONFIG=/design/flow/config.mk WORK_HOME=/design/flow/orfs finish

==> run summary <==
Status of the implementation.

- Power spread over the standard cell area amounts to 1060 nW/µm².
- The capture point of the worst register-to-register path is recorded as PWDATA[16].
- Across all layers, the routed design uses 2,406 vias.
- The summed area of non-filler cells in the final layout is 4660 µm², for reference.
- The floorplan-stage core utilization is 0.314, for reference.
- The layout summary lists the proportion of cells stronger than drive strength 1 as 0.150.
- Counting the warning lines in the Yosys log gives 65.
- Per Yosys stat, the portion of area used by sequential elements is 0.431.
- Synthesis inferred 67 register bits.
- By area the synthesized netlist is led by dfxtp_1 43%, nand4bb_1 12%, mux2i_1 10%.
- In the layout the commonest cells are 131 x clkdlybuf4s50_1, 67 x dfxtp_1, 35 x nor2_1.
- The number of buffer cells added on primary ports is 133, for reference.
- The die span in y is 104 µm, for reference.
- The met3 usage is 0.108, for reference.
- The maximum fanout encountered on the critical timing path is 10, for reference.
- The cell type with the largest total area after synthesis is dfxtp_1, for reference.
- Entering global routing, the biggest net connects 100 pins.
- The power report puts the leakage power at 1.87 nW.
- The violation tally recorded at the end of detailed-routing iteration 0 is 79.
- The critical path ends at PADDR[19].
- After synthesis, the chip area reported by Yosys is 3110 µm².
- The most critical setup path has its startpoint at PREADY.
- The layout overhead on the synthesized area is 50.0%, for reference.
- Setup repair after global routing left no endpoint under its margin.
- The standard-cell row count is 36, for reference.
- The number of buffers inserted by hold repair at cts is 0, for reference.
- The number of global-route vias before repair is 2,721, for reference.
- Setup slack on the worst reg-to-reg path comes out at 1.17 ns.
- At the end of routability-driven placement, the weighted congestion stood at 0.789.
- Setup total negative slack on the finished layout was measured at 0 ns.
- After technology mapping, the gate count stands at 291.
- The kind of end point of the critical path is a flip-flop, for reference.
- The first global-routing pass estimated 11,500 µm of wire.
- For this run, design rule violations remaining after detail routing come to 0.
- The global routing report lists met2 layer usage as 0.146.
- The startpoint identified for the worst register-to-register timing path is PWDATA[16].
- The run reported a max-capacitance violation count of 0.
- The synthesized area divided by synthesized cell count is 10.7 µm², for reference.
- The number of I/O pins is 199, for reference.
- STA puts the critical path data arrival time at 1.81 ns.
- For reference, the final report shows the max-slew violation count at 0.
- Per the cell usage report, the commonest logic cell in the layout is clkdlybuf4s50_1.
- The startpoint class of the critical path is a clock port, for reference.
- The via-per-instance ratio is 4.25, for reference.
- The count of final hold-check violations is 0, for reference.
- For this block, the routed nets add up to 7040 µm of wire.
- The global router's overall resource usage is 0.135, for reference.
- The final-layout fill cell count is 926, for reference.
- The placeable core area is 9910 µm², for reference.
- The number of cells on the worst reg-to-reg path is 2.
- The final timing report lists clock skew as 0 ns.
- The cell area that synthesis handed to floorplanning was 3110 µm².
- The critical path in this run is classified as clk2reg.
- The area fraction of the largest cell type after synthesis is 0.431.
- The placement stage leaves a total instance area of 4310 µm².
- Per the Yosys statistics, synthesis produced 291 cells.
- The netlist uses 16 different library cells.
- The met1 usage in global routing is 0.164, for reference.
- Looking at the post-CTS report, the setup buffer insertion count equals 0.
- The setup violation total in the final timing report is 0, for reference.
- Note, the detailed placer reported a final HPWL of 4240 µm.
- Dividing the detail-routed wire length by the instance count gives 12.4 µm.
- The stage logs contain a warning count of 128.
- STA reports the tightest min-delay check as being of type clk2reg.
- TritonCTS built the clock tree.
- The number of antenna repair diodes is 0, for reference.
- Once the clock tree was built, the resizer swapped 0 gates to a different size.
- The initial antenna violation count is 0, for reference.
- The required time at the endpoint of the critical path is 2.07 ns, for reference.
- IR analysis of the VDD net gives a maximum drop of 0.000523 V.
- The clock input transition at the sequential cells of the worst setup and hold paths is 0.07 ns, for reference.
- The total overflow left after global routing is 0.
- The die extent in x is 104 µm, for reference.
- The run finished with clean final reports.
- met1 is the most crowded layer.
- The first detailed-routing pass ran for 4 iterations.
- The die area is 10,800 µm², for reference.
- In this run the remaining antenna-violating nets after routing total 0.
-- state kept, by name (all words and copies together), names as in the netlist --
register  count
PSEL          1
PADDR        32
PENABLE       1
PWDATA       32
PWRITE        1
-- metrics by stage --
| stage | power, mW | setup slack, ns | instances | hold WS, ns | utilization |
|---|---|---|---|---|---|
| final | 4.96 | 0.258 | 566 | 0.134 | 0.471 |
| after global routing | 5.36 | 0.203 | 566 | 0.148 | 0.471 |
| after CTS | 5.16 | 0.238 | 566 | 0.149 | 0.471 |
| after global placement | 3.02 | 0.381 | 535 | 0.145 | 0.435 |
| after floorplan | 2.76 | 0.396 | 322 | 0.177 | - |
| after detailed placement | 3.02 | 0.381 | 535 | 0.145 | 0.435 |
-- power breakdown --
part / switching (mW) / internal (mW)
combinational: 0.154 / 0.562
sequential: 0.121 / 1.73
clock: 1.25 / 1.14
total: 1.53 / 3.43
-- worst max-delay path, stage by stage --
cell and delay [ns]:
clkbuf_8 0.13, clkbuf_8 0.16, and2b_4 0.16, clkbuf_8 0.14, clkbuf_8 0.18, o21ai_2 0.13
-- how the worst min path moves through the flow --
stage	slack, ns	from	endpoint	depth (start not counted)
finish	0.13	PREADY	PWRITE	4
CTS	0.15	PREADY	PWRITE	4
global route	0.15	PREADY	PENABLE	4
-- synthesized netlist by cell type --
library cell and count:
dfxtp_1 67, nor2_1 35, buf_2 11, conb_1 1
buf_12 6, buf_4 32, a21oi_1 1, nand4bb_1 32
o21ai_2 30, o21ai_1 2, clkbuf_1 6, buf_6 1
and2b_4 1, mux2i_1 32, nand2b_1 32, o21a_1 2
-- layer usage --
| metal | routed length (µm) | vias to the layer above | part of all wire |
|---|---|---|---|
| met1 | 3200 | 1031 | 0.45 |
| met5 | 0 | - | 0 |
| met3 | 779 | 17 | 0.11 |
| met4 | 199 | 0 | 0.028 |
| li1 | - | 1207 | - |
| met2 | 2870 | 151 | 0.41 |
-- area by class of cell --
| type | count | area [µm²] | share of cell area |
|---|---|---|---|
| well taps | 133 | 166 | 0.0357 |
| flip-flops and latches | 67 | 1340 | 0.288 |
| clock buffers | 20 | 275 | 0.0590 |
| repair buffers | 136 | 1370 | 0.294 |
| clock inverters | 11 | 76.3 | 0.0164 |
| multi-input cells | 199 | 1440 | 0.308 |
-- cells by family (layout without fill, tap and decap cells) --
group                  after synthesis  count (layout)  share of synthesized area
DFF                                 67              67                      0.431
buffers and inverters               56             167                      0.144
AOI/OAI and AO/OA                   35              35                     0.0942
muxes                               32              32                      0.103
and+or+nand+nor                    100             100                      0.226
other                                1              32                    0.00121
Power and IR drop assume default switching activity.
