## /design/flow/config.mk

```make
export PLATFORM = sky130hd
export DESIGN_NAME = APB_cot_slave
export DESIGN_NICKNAME = APB_cot_slave
export VERILOG_FILES = /design/flow/design.v
export SDC_FILE = /design/flow/constraint.sdc
export NUM_CORES = 4
export LEC_CHECK = 1
export CORE_UTILIZATION = 50
```

## /design/flow/constraint.sdc

```tcl
current_design APB_cot_slave

set clk_period 8.1
set clk_io_pct 0.2

create_clock -name clk0 -period $clk_period [get_ports {PCLK}]

set non_clock_inputs [all_inputs -no_clocks]
set_input_delay [expr $clk_period * $clk_io_pct] -clock clk0 $non_clock_inputs
set_output_delay [expr $clk_period * $clk_io_pct] -clock clk0 [all_outputs]
```

## /design/flow/design.v

```verilog
module APB_cot_slave
#(parameter control_reg_ADDR = 4'h0,  
  parameter output_reg_ADDR = 4'h4)  
(
    input wire PWRITE,    
    input wire PCLK,    
    input wire PSEL,      
    input wire [31:0] PADDR,  
    input wire [31:0] PWDATA,   
    output reg [31:0] PRDATA = 0,    
    input wire PENABLE,      
    output reg PREADY = 0    
);
reg  [31:0] control_reg  = 0;  
reg  [31:0] output_reg   = 0;  
always @(posedge PCLK) 
begin
    if (PSEL && !PWRITE && PENABLE)  
     begin
        case(PADDR)
         4'h0: PRDATA <= control_reg;  
         4'h4: PRDATA <= output_reg;   
        endcase
        PREADY <= 1'd1;  
     end
     else if(PSEL && PWRITE && PENABLE)  
     begin
      if(PADDR == control_reg_ADDR)
      begin
        control_reg <= PWDATA;
        PREADY <= 1'd1;     
      end
     end
   if (PREADY)  
    begin
      PREADY <= !PREADY;
    end
  end
always @(control_reg) begin  
    if(control_reg% 4 == 0)  
    begin
      output_reg <= 32'b01111111111111111111111111111111;
    end
    else if((1+control_reg)%4 == 2)  
    begin
      output_reg <= 1;
    end
    else if((3+control_reg)%4 == 2)  
    begin
      output_reg <= ~(32'b00000000000000000000000000000001);  
    end
    else  
    begin
      output_reg <= 0;  
    end
end
endmodule
```

## /design/flow/run.sh

```bash
#!/bin/bash
# OpenROAD 26Q1-2900-gdf79404cd8, Yosys 0.63+post, stock flow scripts
make -C /OpenROAD-flow-scripts/flow DESIGN_CONFIG=/design/flow/config.mk WORK_HOME=/design/flow/orfs finish
```

==> metrics.txt <==
# HELP chip_impl_metric Flow report values
# TYPE chip_impl_metric gauge
chip_impl_info{name="result_of_the_run",value="finished, final reports clean"} 1
chip_impl_info{name="worstHoldEndpoint",value="PREADY"} 1
chip_impl_metric{name="yosysWarnings",unit=""} 1
chip_impl_metric{name="synth.yosys.num_cells",unit=""} 126
chip_impl_info{name="timing_worst_setup_path_type",value="input port to flop"} 1
chip_impl_metric{name="antenna_cells_inserted",unit=""} 0
chip_impl_info{name="critical_path.endpoint_type",value="flop"} 1
chip_impl_metric{name="gp_congestion",unit=""} 0.773
chip_impl_metric{name="via_per_inst",unit=""} 5.03
chip_impl_metric{name="openroad.warnings",unit=""} 26
chip_impl_metric{name="drc",unit=""} 0
chip_impl_info{name="grt_setup_unrepaired",value="no"} 1
chip_impl_metric{name="timing.critical_path.arrival",unit="ns"} 3.74
chip_impl_metric{name="aggregate_global_route_resource_usage",unit=""} 0.204
chip_impl_metric{name="clock_tree.buffer_depth",unit=""} 2
chip_impl_metric{name="floorplan.core_util",unit=""} 0.520
chip_impl_metric{name="drive_gt1_frac",unit=""} 0.117
chip_impl_metric{name="io_buffer_count",unit=""} 100
chip_impl_metric{name="grt_remaining_overflow",unit=""} 0
chip_impl_metric{name="die_width",unit="um"} 72.3
chip_impl_metric{name="chip_area",unit="um2"} 5230
chip_impl_metric{name="finalMaxSlewViolations",unit=""} 0
chip_impl_metric{name="synth.top_cell.area_share",unit=""} 0.777
chip_impl_metric{name="timing.final.setup_violations",unit=""} 0
chip_impl_metric{name="r2r.worst_path.cells",unit=""} 3
chip_impl_metric{name="static-leakage-power",unit="uW"} 0.00126
chip_impl_metric{name="area.combinational",unit="um2"} 455
chip_impl_metric{name="cts_resized",unit=""} 0
chip_impl_metric{name="synth_area_per_cell",unit="um2"} 19.6
chip_impl_info{name="path_cells",value="clkdlybuf4s50_1 > nor4_1 > nand4_1 > nor3_1 > and3_1 > buf_4"} 1
chip_impl_metric{name="setup_tns",unit="ns"} 0
chip_impl_metric{name="ctsHtreeMaxLevel",unit=""} 3
chip_impl_info{name="timing.rr.start",value="control_reg[1]"} 1
chip_impl_metric{name="first_iter_violations",unit=""} 43
chip_impl_metric{name="die.size.y",unit="um"} 72.3
chip_impl_metric{name="critical_path.max_stage_delay",unit="ns"} 0.53
chip_impl_info{name="hold_path.startpoint",value="PREADY"} 1
chip_impl_metric{name="netlist_area",unit="um2"} 2470
chip_impl_metric{name="postSynthSeqShare",unit=""} 0.785
chip_impl_metric{name="maximum_fanout_along_the_worst_path",unit=""} 20
chip_impl_metric{name="antenna_found_initial",unit=""} 0
chip_impl_metric{name="post_synthesis_chip_area_from_yosys",unit="um2"} 2470
chip_impl_metric{name="skew",unit="ns"} 0.00911
chip_impl_metric{name="row_count",unit=""} 25
chip_impl_metric{name="ys_types",unit=""} 21
chip_impl_metric{name="drt-wirelength-per-cell",unit="um"} 15.5
chip_impl_metric{name="drtAntennaViolNets",unit=""} 0
chip_impl_metric{name="ir_drop",unit="V"} 0.000250
chip_impl_metric{name="clock_sink_count",unit=""} 65
chip_impl_metric{name="core_footprint",unit="um2"} 4750
chip_impl_metric{name="finalClockPeriodUsage",unit=""} 0.462
chip_impl_metric{name="hold-path-cell-count",unit=""} 1
chip_impl_metric{name="post-cts-setup-buffers",unit=""} 0
chip_impl_metric{name="ys.flops",unit=""} 65
chip_impl_info{name="timing.rr.end",value="PRDATA[3]"} 1
chip_impl_metric{name="grt_pass1_wl",unit="um"} 7310
chip_impl_metric{name="routed_wirelength",unit="um"} 4750
chip_impl_metric{name="r2r_slack",unit="ns"} 6.14
chip_impl_metric{name="power-per-cell-area",unit="nW/um2"} 183
chip_impl_info{name="cts_tree",value="done"} 1
chip_impl_metric{name="clk_transition_reported_paths",unit="ns"} 0.06
chip_impl_metric{name="finalCriticalPeriod",unit="ns"} 3.74
chip_impl_metric{name="drt_pass1_iterations",unit=""} 4
chip_impl_metric{name="number_of_hold_buffers_added_after_cts",unit=""} 0
chip_impl_info{name="critical_path.startpoint_type",value="input port"} 1
chip_impl_metric{name="fillCellCount",unit=""} 269
chip_impl_info{name="clock_tree.root_cell",value="clkbuf_8"} 1
chip_impl_metric{name="worst-endpoint-required",unit="ns"} 8.10
chip_impl_metric{name="seqCellArea",unit="um2"} 1940
chip_impl_metric{name="place_hpwl",unit="um"} 3250
chip_impl_info{name="critPathSlowestCell",value="and3_1"} 1
chip_impl_info{name="post_synth_main_area_contributors",value="edfxtp_1, o21a_1, nor4_2"} 1
chip_impl_metric{name="design_area",unit="um2"} 3720
chip_impl_info{name="holdCritPathClass",value="flop to flop"} 1
chip_impl_metric{name="dr_total_vias",unit=""} 1540
chip_impl_metric{name="io_pins",unit=""} 101
chip_impl_metric{name="hold_viol",unit=""} 0
chip_impl_metric{name="grt_pass1_vias",unit=""} 1604
chip_impl_info{name="top_library_cells_by_usage_in_the_layout_fill_and_taps_aside",value="clkdlybuf4s50_1, edfxtp_1, o21a_1, clkbuf_8, nor4_2"} 1
chip_impl_metric{name="maxClockFrequency",unit="MHz"} 267
chip_impl_metric{name="cts_buffers",unit=""} 9
chip_impl_metric{name="worstMarginPinSlew",unit="ns"} 0.833
chip_impl_metric{name="number_of_max_cap_violations",unit=""} 0
chip_impl_metric{name="postPlaceCellArea",unit="um2"} 3520
chip_impl_metric{name="netlist_instances",unit=""} 126
chip_impl_info{name="synth_area_leader_cell",value="edfxtp_1"} 1
chip_impl_metric{name="clock_insertion_delay_worst_skew",unit="ns"} 0.32
chip_impl_metric{name="grt_max_degree",unit=""} 33
chip_impl_metric{name="max-slew-margin-rel",unit=""} 0.443
chip_impl_metric{name="area_delta_synth_final",unit="%"} 50.4
chip_impl_info{name="most_frequent_logic_cell_in_the_layout",value="clkdlybuf4s50_1"} 1
-- routing by layer --
layer	track usage	routed length, um	vias to the layer above
met5	0	0	-
met4	0.0327	65	0
met3	0.0831	430	6
met2	0.325	2380	82
met1	0.298	1880	725
li1	-	-	727
-- through the flow --
stage	hold slack [ns]	setup slack, ns	util	power [uW]	cells
6_report	0.447	4.36	0.782	680	306
3_3_place_gp	0.411	4.04	0.740	410	291
5_1_grt	0.452	4.15	0.782	703	306
3_5_place_dp	0.424	4.01	0.740	410	291
4_1_cts	0.439	4.35	0.782	687	306
2_1_floorplan	0.370	2.29	-	376	126
-- worst max-delay path by stage --
stage                     start              end
after global routing  PADDR[20]  control_reg[21]
final                 PADDR[19]   control_reg[8]
after CTS             PADDR[19]  control_reg[29]
-- synthesized netlist by cell type --
master and number:
o21a_1 30, and4_1 1, a211oi_1 1, inv_1 2, ha_1 1, nand4_2 2
edfxtp_1 64, and4_2 1, mux2i_1 1, clkbuf_8 3, dfxtp_1 1, nor3_4 1
nor3_1 2, nand2_1 1, nor4_1 2, mux2_4 1, nand4_1 1, nand3_1 1
nor4_2 6, buf_6 3, and3_1 1
-- logic make-up (layout without fill, tap and decap cells) --
family,Yosys count,in the layout,share of synthesized area
buffers and inverters,8,121,0.0334
multiplexers,2,2,0.0101
AND-OR/OR-AND,31,31,0.0941
adder cells (fa/ha/maj),1,1,0.00506
flip-flops,65,65,0.785
AND/OR/NAND/NOR,19,19,0.0723
-- final cells by class --
class,instances,share of cell area
Timing Repair Buffer,104,0.277
Sequential cell,65,0.522
Multi-Input combinational cell,53,0.122
Clock inverter,4,0.0185
Tap cell,67,0.0225
Clock buffer,11,0.0353
Inverter,2,0.00202
-- where the power goes --
| group | switching [uW] | leakage [uW] | internal, uW | total (uW) |
|---|---|---|---|---|
| clock | 107 | 0.000101 | 170 | 277 |
| sequential | 0.141 | 0.000583 | 366 | 367 |
| combinational | 6.90 | 0.000575 | 29.4 | 36.3 |
| total | 114 | 0.00126 | 566 | 680 |
-- worst max-delay path, delay by kind of cell --
kind | cells | cell delay (ns)
AND/OR/NAND/NOR | 4 | 1.33
buffers and inverters | 2 | 0.78
Power and IR drop assume default switching activity.
